<file path="./config.mk">
export PLATFORM = sky130hd
export DESIGN_NAME = IDEX
export DESIGN_NICKNAME = IDEX
export VERILOG_FILES = /design/flow/design.v
export SDC_FILE = /design/flow/constraint.sdc
export NUM_CORES = 4
export LEC_CHECK = 1
export CORE_AREA = 10 10 254 254
export DIE_AREA = 0 0 264 264
</file>
<file path="./constraint.sdc">
current_design IDEX

set clk_period 1.0
set clk_io_pct 0.2

create_clock -name clk0 -period $clk_period [get_ports {Clk}]
create_clock -name clk1 -period $clk_period [get_ports {nop}]

set non_clock_inputs [all_inputs -no_clocks]
set_input_delay [expr $clk_period * $clk_io_pct] -clock clk0 $non_clock_inputs
set_output_delay [expr $clk_period * $clk_io_pct] -clock clk0 [all_outputs]
</file>
<file path="./run.sh">
#!/bin/bash
# OpenROAD 26Q1-2900-gdf79404cd8, Yosys 0.63+post, stock flow scripts
make -C /OpenROAD-flow-scripts/flow DESIGN_CONFIG=/design/flow/config.mk WORK_HOME=/design/flow/orfs finish
</file>
<file path="./design.v">
`timescale 1ns / 1ps
module IDEX(
	input Clk,
	input nop,
	input stall,
	input [4:0] ID_regReadA,
	output reg [4:0] EX_regReadA,
	input [4:0] ID_regReadB,
	output reg [4:0] EX_regReadB,
	input [4:0] ID_writeReg,
	output reg [4:0] EX_writeReg,
	input [31:0] ID_pcplusfour,
	output reg [31:0] EX_pcplusfour,
	input [31:0] ID_regDataA,
	output reg [31:0] EX_regDataA,
	input [31:0] ID_regDataB,
	output reg [31:0] EX_regDataB,
	input [31:0] ID_imm,
	output reg [31:0] EX_imm,
	input [31:0] ID_branchDst,
	output reg [31:0] EX_branchDst,
	input ID_aluSrcA,
	input ID_aluSrcB,
	input [3:0] ID_aluCtr,
	input ID_memToReg,
	input ID_regWrite,
	input ID_memRead,
	input ID_memWrite,
	input ID_branch,
	input ID_bequal,
	input ID_retu,
	output reg EX_aluSrcA,
	output reg EX_aluSrcB,
	output reg [3:0] EX_aluCtr,
	output reg EX_memToReg,
	output reg EX_regWrite,
	output reg EX_memRead,
	output reg EX_memWrite,
	output reg EX_branch,
	output reg EX_bequal,
	output reg EX_retu
    );
	always @ (posedge Clk)
	begin
		if(stall == 0)
		begin
			EX_regReadA <= ID_regReadA;
			  EX_regReadB <= ID_regReadB;
			  EX_writeReg <= ID_writeReg;
			  EX_pcplusfour <= ID_pcplusfour;
			  EX_regDataA <= ID_regDataA;
			  EX_regDataB <= ID_regDataB;
			  EX_imm <= ID_imm;
			  EX_branchDst <= ID_branchDst;
			  EX_aluSrcA <= ID_aluSrcA;
			  EX_aluSrcB <= ID_aluSrcB;
			  EX_aluCtr <= ID_aluCtr;
			  EX_memToReg <= ID_memToReg;
			  EX_regWrite <= ID_regWrite;
			  EX_memRead <= ID_memRead;
			  EX_memWrite <= ID_memWrite;
			  EX_branch <= ID_branch;
			  EX_bequal <= ID_bequal;
			  EX_retu <= ID_retu;
		end
	end
	always @ (posedge nop)
	begin
		EX_aluSrcA <= 0;
		EX_aluSrcB <= 0;
		EX_aluCtr <= 0;
		EX_memToReg <= 0;
		EX_regWrite <= 0;
		EX_memRead <= 0;
		EX_memWrite <= 0;
		EX_branch <= 0;
		EX_bequal <= 0;
		EX_retu <= 0;
	end
	initial begin
		EX_aluSrcA = 0;
		EX_aluSrcB = 0;
		EX_aluCtr = 0;
		EX_memToReg = 0;
		EX_regWrite = 0;
		EX_memRead = 0;
		EX_memWrite = 0;
		EX_branch = 0;
		EX_bequal = 0;
		EX_retu = 0;
		EX_regReadA = 0;
		EX_regReadB = 0;
	    EX_writeReg = 0;
		EX_pcplusfour = 0;
		EX_regDataA = 0;
		EX_regDataB = 0;
		EX_imm = 0;
		EX_branchDst = 0;
	end
endmodule
</file>
==> out/metrics.yaml <==
chip_area_sq_mm: 0.0697
rows: 89
p_comb_share_pct: 8.7
synth.distinct_cells: 4
numCtsBuffers: 17
drive_gt1_share_pct: 38.0
power_uw: 16500
antenna_found_initial: 1
numPortBuffers: 351
die_w_um: 264
grt_overflow: 0
viasPerCell: 2.42
required_ns: 0.80
crit_path_end: "EX_imm[9]"
cts_buffer_depth: 2
crit_type: "register to output port"
cp-start-kind: "register"
avgSynthCellArea_sq_um: 28.2
coreArea_sq_mm: 0.0590
ant_nets: 0
cts_tree: "yes"
drt_iter0_drc: 107
via_count: 3310
cts_max_level: 4
path_max_fanout: 1
ys.flops: 175
cp_top_family: "flip-flops"
drv_slew: 0
slowest_stage: "edfxtp_1"
io-pin-count: 379
cp.depth: 1
grt_max_degree: 30
drc: 0
die_h_um: 264
clockRootBuffer: "clkbuf_16"
post-place-cells: 1332
netlist_area_sq_mm: 0.00536
layout.cells.non_filler: 1368
warnings: 43
wl_mm: 17.8
gp_congestion: 0.778
crit_chain: "buf_2"
cp-startpoint: "EX_imm[9]"
design_area_sq_mm: 0.00971
fp_util_pct: 9.08
num_antenna_cells: 0
clkTransAtPathRegs_ns: 0.07
cts.sinks: 175
final_cell_mix: "edfxtp_1, clkdlybuf4s50_1, buf_2"
hold_violations: 0
cp_num_buf_inv: 1
finalWorstSetupSlack_ns: -0.283
yosysCellCount: 190
p_sw_uw: 3380
failed_checks: "setup timing"
grt_pass1_wl_mm: 25.3
grtUsageTotal_pct: 4.95
grt_pass1_vias: 3712
dp_hpwl_mm: 14.6
rsz0062_at_grt: "yes"
dpl_cell_area_sq_mm: 0.00998
cap_violations: 0
syn_inst: 190
syn_to_final_growth_pct: 81.1
slowest_delay_ns: 0.46
switching_share_pct: 20.5
p_clk_share_pct: 37.6
power.density_mw_per_mm2: 1700
end_kind: "output port"
firstDrtPassIters: 4
ys_area_sq_mm: 0.00536
wl_per_cell_um: 13.0
power_leakage_uw: 0.00353
power_frac_seq_pct: 53.6
yosysWarnings: 27
finalSetupViolCount: 175
crit_arrival_ns: 1.08
internal-power_uw: 13100
irDropWorstVdd_mv: 1.29
status: "finished, violations left"
hold_path.class: "input port to register"
ys_seq_share_pct: 98.0
-- flip-flops by register name (all words and copies together), names as in the netlist --
name	cells
EX_branchDst	32
EX_imm	32
EX_pcplusfour	32
EX_regDataA	32
EX_regDataB	32
EX_regReadA	5
EX_regReadB	5
EX_writeReg	5
-- metal layers --
metal | vias up | part of all wire (%) | global-route usage [%]
met5 | - | 0 | 0
met4 | 0 | 2.8 | 1.19
met3 | 21 | 17 | 4.03
met2 | 259 | 43 | 7.21
met1 | 1506 | 37 | 5.48
li1 | 1524 | - | -
-- power by group through the flow --
stage | combinational, uW | clock [uW] | sequential (uW)
finish | 1440 | 6210 | 8850
global route | 1590 | 6880 | 8900
CTS | 1490 | 6550 | 8860
-- repair_timing --
item	CTS	global route
buffers inserted	0	4
setup endpoints to repair	175	187
hold buffers	0	0
gates resized	574	2
-- kinds of logic after synthesis --
family	count (synthesis)	synth area share, %
flops	175	98.0
buf+inv	14	1.89
other cells	1	0.0700
-- Yosys cell counts, drive strengths merged --
library cell / instances / area, sq um
inv: 1 / 3.75
conb: 1 / 3.75
buf: 13 / 97.6
edfxtp: 175 / 5260
-- worst min-delay path by stage --
| stage | from | endpoint | slack (ns) | cells after the start |
|---|---|---|---|---|
| 4_1_cts | ID_branchDst[26] | EX_branchDst[26] | 0.21 | 1 |
| 5_1_grt | ID_regDataA[2] | EX_regDataA[2] | 0.23 | 1 |
| 6_report | ID_branchDst[26] | EX_branchDst[26] | 0.28 | 1 |
-- per-stage QoR --
| stage | hold slack (ns) | utilization (%) | setup TNS [ns] | setup slack [ns] |
|---|---|---|---|---|
| final | 0.283 | 16.4 | -25.38 | -0.283 |
| after global routing | 0.225 | 16.4 | -40.40 | -0.362 |
| after CTS | 0.210 | 16.4 | -38.91 | -0.367 |
| after detailed placement | 0.758 | 16.9 | -84.50 | -0.506 |
| after global placement | 0.755 | 16.9 | -82.79 | -0.494 |
| after floorplan | 0.299 | - | -373.41 | -2.13 |
-- area by class of cell --
class | count | area, sq um
fill | 6432 | 49300
sequential | 175 | 5260
timing repair buffer | 374 | 2880
tap | 773 | 967
clock buffer | 17 | 425
clock inverter | 15 | 120
multi-input combinational | 13 | 48.8
inverter | 1 | 7.51
Power is estimated from default activity; no workload was simulated.
