==> flow/design.v <==
`timescale 1ns / 1ps
module ALU(
       input [31:0] input1,
       input [31:0] input2,
       input [3:0] ALUCtr,
       output reg zero,
       output reg [31:0] ALURes
    );
	always @ (input1 or input2 or ALUCtr)
	begin
		case (ALUCtr)
		4'b0001: 
			ALURes = input1 + input2;
		4'b0010: 
			ALURes = input1 - input2;
		4'b0100: 
			ALURes = input1 & input2;
		4'b0101: 
			ALURes = input1 | input2;
		4'b0110: 
			ALURes = input1 ^ input2;
		4'b0111: 
		begin
			ALURes = input1 | input2;
			ALURes = ~ALURes;
		end
		4'b1000: 
			ALURes = input2 << input1;
		4'b1010: 
			ALURes = input2 >> input1;
		4'b1011: 
		begin
			if(input2[31] == 0) ALURes = input2 >> input1;
			else 
			begin
				ALURes = 32'hffffffff;
				ALURes = ~(ALURes >> input1);
				ALURes = ALURes | (input2 >> input1);
			end
		end
		4'b1100: 
		begin
			if (input1[31] == 0)
			begin
				if (input2[31] == 0)
				begin
					if(input1 < input2) ALURes = 1;
					else ALURes = 0;
				end
				else ALURes = 0;
			end
			else
			begin
				if (input2[31] == 0) ALURes = 1;
				else
				begin
					if(input1 < input2) ALURes = 1;
					else ALURes = 0;
				end
			end
		end
		4'b1101: 
		begin
			if (input1 < input2) ALURes = 1;
			else ALURes = 0;
		end
		4'b1001: 
			ALURes = input2 << 16;
		4'b1110: 
			ALURes = input1;
		endcase
		if(ALURes == 0) zero = 1;
		else zero = 0;
	end
endmodule
==> flow/run.sh <==
#!/bin/bash
# OpenROAD 26Q1-2900-gdf79404cd8, Yosys 0.63+post, stock flow scripts
make -C /OpenROAD-flow-scripts/flow DESIGN_CONFIG=/design/flow/config.mk WORK_HOME=/design/flow/orfs finish
==> flow/config.mk <==
export PLATFORM = sky130hd
export DESIGN_NAME = ALU
export DESIGN_NICKNAME = ALU
export VERILOG_FILES = /design/flow/design.v
export SDC_FILE = /design/flow/constraint.sdc
export NUM_CORES = 4
export LEC_CHECK = 1
export CORE_UTILIZATION = 40
==> flow/constraint.sdc <==
current_design ALU

set clk_period 12.6
set clk_io_pct 0.2

create_clock -name clk0 -period $clk_period

set non_clock_inputs [all_inputs -no_clocks]
set_input_delay [expr $clk_period * $clk_io_pct] -clock clk0 $non_clock_inputs
set_output_delay [expr $clk_period * $clk_io_pct] -clock clk0 [all_outputs]
==> reports/qor.yml <==
synth-edff-count: 0
top_area_cell: "ha_1"
initCoreUtil_pct: 40.8
startpoint_type: "input port"
status: "finished, final reports clean"
timing.fmax_ghz: 0.0949
relSlewSlack_pct: 24.9
vias: 14100
syn_area_per_cell_um2: 7.07
synth-main-ff-cell: "dlxtn_1"
layout_top_cells: "nor2_1, nand2_1, a21oi_1"
drv_slew: 0
finalSetupViolations: 0
fin_crit_sh_pct: 83.7
cp_max_fo: 17
max_stage_delay_ps: 810
final_layout_size_suffix_gt1_share_pct: 9.91
dr_wl_met3_mm: 6.85
top_layer: "met4"
cap_violations: 0
critical_path_required_ps: 10080
grt_max_degree: 61
yosys_warnings: 1
yosys-stat-cells: 1610
first_pass_iters: 6
dp_slack_ps: 2200
path_class: "input port to output pin"
grt_pass1_wl_mm: 89.5
die_h_um: 171
tool_warnings: 96
period_minus_slack_ps: 10540
viasPerCell: 7.07
die_w_um: 171
wl_met1_mm: 25.9
postSynth.asyncResetShare_pct: 0
ctsHoldBuffers: 0
antenna_found_initial: 4
cts_setup_buffers: 0
area_leaders: "ha_1, mux4_2, mux2i_1"
drc: 0
core_area_um2: 27900
finalSetupTns_ps: 0
untimed_endpoints: 64
holdWs_ps: 6660
power.switching_mw: 0.359
cellPowerDensity_nw_per_um2: 45.4
p_leak_nw: 5.01
ir_drop_mv: 0.0354
critPathCaptureType: "output pin"
largest_register_ffs: 32
p_int_mw: 0.213
fin_ws_ps: 2060
layout_top_cell: "nor2_1"
ys_types: 90
wl_mm: 62.1
hold_viol_final: 0
yosys_register_bits: 32
chip_area_um2: 29100
track_usage_pct: 43.3
place_hpwl_mm: 48.2
tightest_slew_ps: 1120
grt_overflow: 0
synth_area_um2: 11400
cp_data_arrival_time_ps: 8020
wl_met2_mm: 26.7
io_buffers: 101
p_sw_share_pct: 62.7
ioPinCount: 101
drtAntennaViolNets: 0
hold_path.class: "input port to output pin"
unclocked_regs: 32
cts_resized: 0
grt_setup_unrepaired: "false"
synth_cells: 1610
area_delta_synth_final_pct: 10.8
rows: 61
top_area_share_pct: 10.6
cp_slowest_cell: "clkdlybuf4s50_1"
gp_congestion: 1.08
drt_iter0_drc: 1999
ys_area_um2: 11400
grt_pass1_vias: 12800
crit_chain: "clkdlybuf4s50_1 -> inv_1 -> ha_1 -> nor4_1 -> and3b_1 -> nor3b_1 -> o21ai_0 -> nand3b_1 -> a21oi_1 -> o32a_1 -> nor4_2 -> nand4b_1 -> nor4_2 -> clkdlybuf4s50_1"
post_drt_wl_per_cell_um: 31.1
## worst max-delay path, delay by kind of cell
kind            cells  cell delay, ps
simple gates        7            2380
buf+inv             3            1550
compound gates      3             960
fa+ha+maj           1             590
## metrics by stage
step	std cells	cell area, um2	power (mW)	util, %
after floorplan	1610	11400	0.357	-
after global placement	1993	12600	0.553	45.2
after detailed placement	1993	12600	0.550	45.2
after CTS	1993	12600	0.552	45.2
after global routing	1993	12600	0.602	45.2
final	1995	12600	0.572	45.3
## power groups by stage
stage	Clock [mW]	Combinational (mW)	Sequential (mW)
5_1_grt	0	0.589	0.0131
4_1_cts	0	0.540	0.0127
## per-layer routing
layer / vias to the layer above / GRT usage, %
met2: 971 / 63.9
met4: 0 / 15.3
met5: - / 0
met1: 6813 / 62.7
li1: 6151 / -
met3: 161 / 9.11
## cell usage after synthesis, drive strengths merged (19+ instances only)
library cell and instances:
nand3 53, nand2 117, nor2 144, mux2i 70
nand4 19, buf 55, nor3 49, o22ai 21
nor2b 29, a211oi 26, a31oi 22, inv 97
clkbuf 92, o21ai 103, ha 96, mux2 28
a21oi 102, dlxtn 32, o211ai 29, nor4 25
nand2b 21, mux4 47
## cell families after synthesis
kind of cell | Yosys count | synth area share (%)
latches | 32 | 4.22
simple gates | 535 | 23.5
mux | 145 | 18.2
buf+inv | 244 | 8.76
fa+ha+maj | 98 | 10.9
xor+xnor | 22 | 1.69
compound gates | 534 | 32.7
## worst paths after layout
| check | slack, ps | cells past startpoint | from | end |
|---|---|---|---|---|
| worst max-delay path | 2060 | 14 | input2[22] | zero |
| worst min-delay path | 6660 | 7 | input1[27] | zero |
## final cells by class
class | instances | area [um2]
Sequential cell | 32 | 480
Fill cell | 2936 | 15200
Multi-Input combinational cell | 1334 | 9920
Tap cell | 378 | 473
Inverter | 97 | 364
Timing Repair Buffer | 152 | 1370
Antenna cell | 2 | 5.00
Power is estimated from default activity; no workload was simulated.
